==> /design/flow/design.v <==
module cache (
    input  wire        clk,
    input  wire        rst_n,
    input  wire        cpu_req_valid,
    input  wire        cpu_req_rw,        
    input  wire [1:0]  cpu_req_size,      
    input  wire [19:0] cpu_req_addr,
    input  wire [31:0] cpu_req_wdata,
    output reg         cpu_req_ready,
    output reg         cpu_resp_valid,
    output reg         cpu_resp_hit,
    output reg  [31:0] cpu_resp_rdata,
    output reg         mem_req_valid,
    output reg         mem_req_rw,
    output reg  [14:0] mem_req_addr,
    output reg [255:0] mem_req_wdata,
    input  wire        mem_resp_valid,
    input  wire [255:0] mem_resp_rdata
);
    localparam NUM_SETS   = 8;        
    localparam SET_BITS   = 3;        
    localparam TAG_BITS   = 12;       
    localparam ASSOC      = 4;        
    localparam NUM_LINES  = 32;       
    localparam LINE_BITS  = 256;      
    localparam NUM_MSHR   = 4;        
    localparam MSHR_BITS  = 2;        
    reg [TAG_BITS-1:0]  tag_array   [0:NUM_LINES-1];
    reg                 valid_array [0:NUM_LINES-1];
    reg                 dirty_array [0:NUM_LINES-1];
    reg [LINE_BITS-1:0] data_array  [0:NUM_LINES-1];
    reg [15:0] lfsr;
    reg                    mshr_valid      [0:NUM_MSHR-1];   
    reg                    mshr_issued     [0:NUM_MSHR-1];   
    reg                    mshr_wb_pending [0:NUM_MSHR-1];   
    reg [14:0]             mshr_block      [0:NUM_MSHR-1];   
    reg [SET_BITS-1:0]     mshr_set        [0:NUM_MSHR-1];   
    reg [2:0]              mshr_word       [0:NUM_MSHR-1];   
    reg                    mshr_rw         [0:NUM_MSHR-1];   
    reg [1:0]              mshr_size       [0:NUM_MSHR-1];   
    reg [31:0]             mshr_wdata      [0:NUM_MSHR-1];   
    reg [5:0]              mshr_victim     [0:NUM_MSHR-1];   
    reg [LINE_BITS-1:0]    mshr_wb_data    [0:NUM_MSHR-1];   
    reg [14:0]             mshr_wb_addr    [0:NUM_MSHR-1];   
    reg [MSHR_BITS-1:0] mshr_free_idx;       
    reg                 mshr_has_free;       
    reg [MSHR_BITS-1:0] mshr_active_idx;     
    reg                 mshr_conflict;       
    wire [SET_BITS-1:0] addr_set   = cpu_req_addr[SET_BITS+4:5];
    wire [TAG_BITS-1:0] addr_tag   = cpu_req_addr[19:20-TAG_BITS];
    wire [14:0]         addr_block = cpu_req_addr[19:5];
    wire [2:0]          addr_word  = cpu_req_addr[4:2];
    integer i, j, base, way, idx, hit_idx, bpos;
    reg hit;
    reg [LINE_BITS-1:0] line_rd, line_wr;
    reg [TAG_BITS-1:0] evict_tag;
    reg [14:0] evict_block;
    reg found_free;
    reg found_conflict;
    reg [MSHR_BITS-1:0] resp_mshr_idx;
    initial begin
        lfsr = 16'hACE1;																 
        for (i = 0; i < NUM_LINES; i = i + 1) begin
            valid_array[i] = 0;
            dirty_array[i] = 0;
        end
        for (i = 0; i < NUM_MSHR; i = i + 1) begin
            mshr_valid[i] = 0;
            mshr_issued[i] = 0;
            mshr_wb_pending[i] = 0;
        end
    end
    always @(*) begin
        found_free = 0;
        mshr_free_idx = 0;
        for (i = 0; i < NUM_MSHR; i = i + 1) begin
            if (!mshr_valid[i] && !found_free) begin		 
                found_free = 1;
                mshr_free_idx = i[MSHR_BITS-1:0];
            end
        end
        mshr_has_free = found_free;
        found_conflict = 0;
        for (i = 0; i < NUM_MSHR; i = i + 1) begin
            if (mshr_valid[i] && mshr_block[i] == addr_block) begin
                found_conflict = 1;
            end
        end
        mshr_conflict = found_conflict;
    end
    always @(posedge clk or negedge rst_n) begin
        if (!rst_n) begin
            cpu_req_ready   <= 1;
            cpu_resp_valid  <= 0;
            cpu_resp_hit    <= 0;
            cpu_resp_rdata  <= 0;
            mem_req_valid   <= 0;
            mem_req_rw      <= 0;
            mem_req_addr    <= 0;
            mem_req_wdata   <= 0;
            lfsr            <= 16'hACE1;
            for (i = 0; i < NUM_LINES; i = i + 1) begin
                valid_array[i] <= 0;
                dirty_array[i] <= 0;
            end
            for (i = 0; i < NUM_MSHR; i = i + 1) begin
                mshr_valid[i]      <= 0;
                mshr_issued[i]     <= 0;
                mshr_wb_pending[i] <= 0;
            end
        end
        else begin
            lfsr <= {lfsr[14:0], lfsr[15] ^ lfsr[13] ^ lfsr[12] ^ lfsr[10]};
            cpu_resp_valid <= 0;
            mem_req_valid  <= 0;
            for (i = 0; i < NUM_MSHR; i = i + 1) begin
                if (mshr_valid[i]) begin
                    if (mshr_wb_pending[i] && !mshr_issued[i] && !mem_req_valid) begin				 
                        mem_req_valid    <= 1;
                        mem_req_rw       <= 1;  																							 
                        mem_req_addr     <= mshr_wb_addr[i];
                        mem_req_wdata    <= mshr_wb_data[i];
                        mshr_issued[i]   <= 1;
                        mshr_active_idx  <= i[MSHR_BITS-1:0];
                    end
                    else if (!mshr_wb_pending[i] && !mshr_issued[i] && !mem_req_valid) begin	 
                        mem_req_valid    <= 1;
                        mem_req_rw       <= 0;  																							 
                        mem_req_addr     <= mshr_block[i];
                        mshr_issued[i]   <= 1;
                        mshr_active_idx  <= i[MSHR_BITS-1:0];
                    end
                end
            end
            if (mem_resp_valid) begin
                for (i = 0; i < NUM_MSHR; i = i + 1) begin
                    if (mshr_valid[i] && mshr_issued[i]) begin																 
                        if (mshr_wb_pending[i]) begin
                            mshr_wb_pending[i] <= 0;
                            mshr_issued[i]     <= 0;  																				 
                        end
                        else begin
                            idx = mshr_victim[i];
                            tag_array[idx]   <= mshr_block[i][14:15-TAG_BITS];
                            valid_array[idx] <= 1;
                            if (mshr_rw[i]) begin
                                line_wr = mem_resp_rdata;
                                bpos = mshr_word[i] * 4;
                                case (mshr_size[i])
                                    2'b00: line_wr[bpos*8 +: 8]  = mshr_wdata[i][7:0];
                                    2'b01: line_wr[bpos*8 +: 16] = mshr_wdata[i][15:0];
                                    default: line_wr[bpos*8 +: 32] = mshr_wdata[i];
                                endcase
                                data_array[idx]  <= line_wr;
                                dirty_array[idx] <= 1;
                                cpu_resp_rdata   <= mshr_wdata[i];
                            end
                            else begin
                                data_array[idx]  <= mem_resp_rdata;
                                dirty_array[idx] <= 0;
                                cpu_resp_rdata   <= mem_resp_rdata[mshr_word[i]*32 +: 32];
                            end
                            cpu_resp_valid <= 1;
                            cpu_resp_hit   <= 0;  																					 
                            mshr_valid[i]  <= 0;
                            mshr_issued[i] <= 0;
                        end
                    end
                end
            end
            if (cpu_req_valid && cpu_req_ready) begin
                hit = 0;
                hit_idx = 0;
                base = addr_set * ASSOC;
                for (way = 0; way < ASSOC; way = way + 1) begin
                    idx = base + way;
                    if (valid_array[idx] && tag_array[idx] == addr_tag) begin
                        hit = 1;
                        hit_idx = idx;
                    end
                end
                if (hit) begin
                    cpu_resp_valid <= 1;
                    cpu_resp_hit   <= 1;
                    if (cpu_req_rw) begin
                        line_rd = data_array[hit_idx];
                        bpos = addr_word * 4;
                        case (cpu_req_size)
                            2'b00: line_rd[bpos*8 +: 8]  = cpu_req_wdata[7:0];
                            2'b01: line_rd[bpos*8 +: 16] = cpu_req_wdata[15:0];
                            default: line_rd[bpos*8 +: 32] = cpu_req_wdata;
                        endcase
                        data_array[hit_idx]  <= line_rd;
                        dirty_array[hit_idx] <= 1;
                        cpu_resp_rdata <= cpu_req_wdata;
                    end
                    else begin
                        cpu_resp_rdata <= data_array[hit_idx][addr_word*32 +: 32];
                    end
                    cpu_req_ready <= 1;  																												 
                end
                else if (mshr_conflict) begin
                end
                else if (mshr_has_free) begin
                    i = mshr_free_idx;
                    mshr_valid[i]  <= 1;
                    mshr_issued[i] <= 0;
                    mshr_block[i]  <= addr_block;
                    mshr_set[i]    <= addr_set;
                    mshr_word[i]   <= addr_word;
                    mshr_rw[i]     <= cpu_req_rw;
                    mshr_size[i]   <= cpu_req_size;
                    mshr_wdata[i]  <= cpu_req_wdata;
                    mshr_victim[i] <= base + lfsr[1:0];
                    idx = base + lfsr[1:0];																											 
                    if (valid_array[idx] && dirty_array[idx]) begin
                        evict_tag = tag_array[idx];
                        evict_block = {evict_tag, addr_set, 2'b00};
                        mshr_wb_pending[i] <= 1;
                        mshr_wb_addr[i]    <= evict_block;
                        mshr_wb_data[i]    <= data_array[idx];
                        dirty_array[idx]   <= 0;
                    end
                    else begin
                        mshr_wb_pending[i] <= 0;
                    end
                    cpu_req_ready <= 1;																													 
                end
                else begin
                    cpu_req_ready <= 0;
                end
            end
            if (!cpu_req_ready && mshr_has_free && !mshr_conflict) begin
                cpu_req_ready <= 1;
            end
        end
    end
endmodule
module top_synth (
    input  wire        clk_50,
    input  wire        rst_n,
    input  wire [3:0]  sw,
    output wire [7:0]  led
);
    reg        cpu_req_valid;
    reg        cpu_req_rw;
    reg [1:0]  cpu_req_size;
    reg [19:0] cpu_req_addr;
    reg [31:0] cpu_req_wdata;
    wire       cpu_req_ready;
    wire       cpu_resp_valid;
    wire       cpu_resp_hit;
    wire [31:0] cpu_resp_rdata;
    wire        mem_req_valid;
    wire        mem_req_rw;
    wire [14:0] mem_req_addr;
    wire [255:0] mem_req_wdata;
    reg         mem_resp_valid;
    reg [255:0] mem_resp_rdata;
    reg [5:0] mem_delay;
    reg mem_busy;
    reg [19:0] cnt;
    reg [7:0] hit_cnt;
    reg [7:0] miss_cnt;
    always @(posedge clk_50 or negedge rst_n) begin
        if (!rst_n) begin
            cnt           <= 0;
            cpu_req_valid <= 0;
            cpu_req_rw    <= 0;
            cpu_req_size  <= 2;
            cpu_req_addr  <= 0;
            cpu_req_wdata <= 0;
            hit_cnt       <= 0;
            miss_cnt      <= 0;
        end
        else begin
            cnt <= cnt + 1;
            cpu_req_valid <= 0;
            if (cnt[7:0] == 0 && cpu_req_ready) begin
                cpu_req_valid <= 1;
                cpu_req_rw    <= sw[0];
                case (sw[2:1])
                    2'b00: cpu_req_addr <= {12'd0, cnt[12:5]};  
                    2'b01: cpu_req_addr <= {12'd0, cnt[7:5], cnt[12:8]};  
                    2'b10: cpu_req_addr <= {12'd0, cnt[12:5]} ^ 20'h55;  
                    2'b11: cpu_req_addr <= cpu_req_addr + 256;  
                endcase
                cpu_req_wdata <= {cpu_req_addr[11:0], cnt[19:0]};
            end
            if (cpu_resp_valid) begin
                if (cpu_resp_hit)
                    hit_cnt <= hit_cnt + 1;
                else
                    miss_cnt <= miss_cnt + 1;
            end
        end
    end
    always @(posedge clk_50 or negedge rst_n) begin
        if (!rst_n) begin
            mem_resp_valid <= 0;
            mem_resp_rdata <= 0;
            mem_delay <= 0;
            mem_busy <= 0;
        end
        else begin
            mem_resp_valid <= 0;
            if (mem_req_valid && !mem_busy) begin
                mem_busy <= 1;
                mem_delay <= 20;  
            end
            else if (mem_busy) begin
                if (mem_delay == 0) begin
                    mem_busy <= 0;
                    mem_resp_valid <= 1;
                    mem_resp_rdata <= {8{mem_req_addr, 17'd0}};
                end
                else begin
                    mem_delay <= mem_delay - 1;
                end
            end
        end
    end
    cache cache_inst (
        .clk(clk_50),
        .rst_n(rst_n),
        .cpu_req_valid(cpu_req_valid),
        .cpu_req_rw(cpu_req_rw),
        .cpu_req_size(cpu_req_size),
        .cpu_req_addr(cpu_req_addr),
        .cpu_req_wdata(cpu_req_wdata),
        .cpu_req_ready(cpu_req_ready),
        .cpu_resp_valid(cpu_resp_valid),
        .cpu_resp_hit(cpu_resp_hit),
        .cpu_resp_rdata(cpu_resp_rdata),
        .mem_req_valid(mem_req_valid),
        .mem_req_rw(mem_req_rw),
        .mem_req_addr(mem_req_addr),
        .mem_req_wdata(mem_req_wdata),
        .mem_resp_valid(mem_resp_valid),
        .mem_resp_rdata(mem_resp_rdata)
    );
    assign led[0] = cpu_resp_hit;        
    assign led[1] = cpu_resp_valid;      
    assign led[2] = cpu_req_ready;       
    assign led[3] = mem_req_valid;       
    assign led[7:4] = sw[3] ? miss_cnt[3:0] : hit_cnt[3:0];  
endmodule
==> /design/flow/run.sh <==
#!/bin/bash
# OpenROAD 26Q1-2900-gdf79404cd8, Yosys 0.63+post, stock flow scripts
make -C /OpenROAD-flow-scripts/flow DESIGN_CONFIG=/design/flow/config.mk WORK_HOME=/design/flow/orfs finish
==> /design/flow/config.mk <==
export PLATFORM = sky130hd
export DESIGN_NAME = top_synth
export DESIGN_NICKNAME = top_synth
export VERILOG_FILES = /design/flow/design.v
export SDC_FILE = /design/flow/constraint.sdc
export NUM_CORES = 4
export LEC_CHECK = 1
export CORE_UTILIZATION = 40
==> /design/flow/constraint.sdc <==
current_design top_synth

set clk_period 22.7
set clk_io_pct 0.2

create_clock -name clk0 -period $clk_period [get_ports {clk_50}]

set non_clock_inputs [all_inputs -no_clocks]
set_input_delay [expr $clk_period * $clk_io_pct] -clock clk0 $non_clock_inputs
set_output_delay [expr $clk_period * $clk_io_pct] -clock clk0 [all_outputs]
==> summary.txt <==
run metrics: layout cells sized above 1=11.2%, Most common reg cell=edfxtp_1, status=finished, final reports clean, Leak=15.7 nW, final critical-path share of the clock period=45.7%, synthesized instance count=4936, fp util=40.6%, CP Data Arrival Time=5.84 ns, drt initial violations=4544, largest net degree at the start of global routing=99, worst skew pair latency=0.65 ns, Layout area overhead=9.01%, Crit. End Element=primary output, Via density=6.54, crit-path cells=clkdlybuf4s50_1 > mux2_2 > clkdlybuf4s50_1, fillers=10.0k, Fin. Hold Viols=0, MaxCap Viol Count=0, chip height=330 um, WHS=0.341 ns, Core Region=106000 um2, TritonCTS clock tree=built, initial antenna violation count=5, clk root buf=clkbuf_16, Least-Margin Pin Slew=1.08 ns, gr usage total=36.9%, clk slew on worst S/H paths=0.06 ns, flops out of synthesis=598, slowest stage delay, CP=0.55 ns, via count=40.1k, CTS-repair resized insts=0, Final Setup Violations=0, Die Size=109000 um2, IO Port Bufs=13, number of routed nets with antenna violations=0, Slew Limit Fails=0, power per cell area=50.3 nW/um2, Pre-antenna DRT Iters=8, hold endpoint=cache_inst.lfsr[7]$_DFF_PN1_, fin area=46900 um2, fmax=96.3 MHz, hold wc startpoint=cache_inst.lfsr[6]$_DFF_PN1_, min Tclk post-route=10.38 ns, DP HPWL=114 mm, Worst slew margin=27.9%, Crit Path Class=in -> out, Req. time, crit path=18.16 ns, r2r endpoint=cache_inst.mshr_block[0][3]$_DFFE_PP_, dpl cell area=44600 um2, yosys cell count=4936, Yosys cell types=88, type of origin of the critical path=input pin, reg2reg path depth=16, Post-synth ARST share=23.7%, FP Rows=119, Post-CTS Setup Repair Bufs=0, worst hold stages=0, total CTS buffers=74, # IOs=14, R2R setup slack=16.80 ns, setup_tns=0 ns, Post-synth seq share=40.1%, VDD IR-drop max=0.0475 mV, synthesized area=43000 um2, OpenROAD warning count=26, Max clock buf depth=3, drt wl/cell=31.2 um, Post-CTS Hold Buffers=0, Final Wtd Congestion=1.04, global-route wire length before repair=275 mm, Clock Sink Count=598, most frequent cell on the critical path=clkdlybuf4s50_1, vias in the first global route=38.1k, worst-path fanout max=4, H-tree depth reported by CTS=3, count of library flops with an enable pin=456, YS chip area=43000 um2, RSZ-0062 raised after global routing=false, Slowest-stage cell, CP=clkdlybuf4s50_1, number of remaining DRC errors=0, hold crit path type=reg -> reg, routed wire length=192 mm, reg2reg start=cpu_req_addr[5]$_DFFE_PN0P_, Final Skew=0.0269 ns, mean post-synth cell area=8.71 um2, Die Width=330 um, total gr overflow=0, Yosys warning count=18
stage by stage:
stage	std cells	setup slack, ns	util, %	power [mW]
floorplan	4936	8.79	-	1.19
global placement	6002	12.31	42.0	1.20
detailed placement	6002	12.32	42.0	1.20
CTS	6132	12.31	44.2	2.37
global route	6132	12.28	44.2	2.41
finish	6133	12.32	44.2	2.36
worst max path at each step:
| stage | end | startpoint | depth (start not counted) | slack (ns) |
|---|---|---|---|---|
| after CTS | led[6] | sw[3] | 3 | 12.31 |
| after global routing | led[6] | sw[3] | 3 | 12.28 |
| final | led[6] | sw[3] | 3 | 12.32 |
cell families after synthesis:
group	share of synthesized area, %
multiplexers	13.9
flip-flops	40.1
adder cells (fa/ha/maj)	0.175
XOR/XNOR	2.56
AND-OR/OR-AND	22.8
AND/OR/NAND/NOR	14.3
buffers and inverters	6.12
per-layer routing:
metal | up-vias | track usage, % | wire length [um]
li1 | 17657 | - | -
met1 | 19257 | 49.4 | 72100
met2 | 2617 | 50.6 | 80100
met3 | 591 | 18.6 | 28000
met4 | 10 | 17.1 | 11300
met5 | - | 1.61 | 191
registers in the layout, indices dropped and copies added, names as in the netlist, 4 cells and up:
register	cells
cache_inst.tag_array	384
cache_inst.mshr_block	58
cache_inst.dirty_array	32
cache_inst.valid_array	32
cache_inst.lfsr	16
cpu_req_addr	15
cnt	13
cache_inst.mshr_victim	10
mem_delay	6
cache_inst.mshr_issued	4
cache_inst.mshr_rw	4
cache_inst.mshr_valid	4
cache_inst.mshr_wb_pending	4
hit_cnt	4
miss_cnt	4
final cells by class:
class / count / area (um2) / share of cell area (%)
diodes: 1 / 2.50 / 0.00534
clock buffers: 96 / 2050 / 4.36
clock inverters: 34 / 284 / 0.606
repair buffers: 266 / 2060 / 4.38
flip-flops and latches: 598 / 17300 / 36.8
well taps: 1391 / 1740 / 3.71
multi-input cells: 3703 / 23300 / 49.7
inverters: 44 / 165 / 0.352
synth_stat cells (34+ instances only):
library cell / number / area [um2]
inv_1: 39 / 146
nor3_1: 44 / 220
nor2_1: 581 / 2180
mux2_2: 56 / 631
a221oi_1: 36 / 315
nand2b_1: 43 / 269
dfrtp_1: 133 / 3330
clkbuf_1: 481 / 1810
a211oi_1: 422 / 3170
nand3_1: 67 / 335
a21oi_1: 476 / 2380
o21ai_0: 436 / 2180
mux2i_1: 493 / 4930
nand2_1: 499 / 1870
nand4_1: 34 / 213
buf_1: 47 / 176
edfxtp_1: 456 / 13700
xnor2_1: 102 / 893
critical path: cells and delay by family:
kind                   cells  cell delay (ns)
multiplexers               1             0.35
buffers and inverters      2             0.95
power by group:
| group | internal [mW] | leakage [nW] | switching (mW) | total [mW] |
|---|---|---|---|---|
| combinational | 0.00127 | 10.1 | 0.00612 | 0.00740 |
| sequential | 1.17 | 4.50 | 0 | 1.17 |
| clock | 0.679 | 1.15 | 0.507 | 1.19 |
cell usage in the layout (no fill, tap or decap), types with 26 or more instances in the layout:
master,netlist,layout
nor2_2,3,32
or3_1,26,26
a22oi_1,33,33
mux2i_1,493,493
clkbuf_16,0,75
nand2_1,499,499
dfrtp_1,133,129
inv_1,39,39
nand2b_1,43,43
a211oi_1,422,422
nand3_1,67,67
a21oi_1,476,476
edfxtp_1,456,456
o22ai_1,31,31
nand4_1,34,34
xnor2_1,102,102
a221oi_1,36,36
mux2_2,56,56
nor3_1,44,28
nor2_1,581,552
o21ai_0,436,436
buf_4,17,251
Power and IR drop assume default switching activity.
